==> /design/flow/design.v <==
module DIV(
    input clk,
    input rst,
    output reg clk_out
);
reg[31:0] cnt;
parameter N =100000;
always @(posedge clk or posedge rst)begin
    if(rst)begin
        cnt<=0;
        clk_out<=0;
    end
    else if(cnt==N/2-1)begin
        clk_out<=~clk_out;
        cnt<=0;
    end
    else
        cnt<=cnt+1'b1;
end
endmodule
==> /design/flow/run.sh <==
#!/bin/bash
# OpenROAD 26Q1-2900-gdf79404cd8, Yosys 0.63+post, stock flow scripts
make -C /OpenROAD-flow-scripts/flow DESIGN_CONFIG=/design/flow/config.mk WORK_HOME=/design/flow/orfs finish
==> /design/flow/config.mk <==
export PLATFORM = sky130hd
export DESIGN_NAME = DIV
export DESIGN_NICKNAME = DIV
export VERILOG_FILES = /design/flow/design.v
export SDC_FILE = /design/flow/constraint.sdc
export NUM_CORES = 4
export LEC_CHECK = 1
export CORE_UTILIZATION = 40
==> /design/flow/constraint.sdc <==
current_design DIV

set clk_period 4.6
set clk_io_pct 0.2

create_clock -name clk0 -period $clk_period [get_ports {clk}]

set non_clock_inputs [all_inputs -no_clocks]
set_input_delay [expr $clk_period * $clk_io_pct] -clock clk0 $non_clock_inputs
set_output_delay [expr $clk_period * $clk_io_pct] -clock clk0 [all_outputs]
==> reports/results.tsv <==
metric	value	unit
max-cap-violations	0	
min_period	2.04	ns
arrival	1.12	ns
wirelength	2700	um
cts_max_level	2	
synth_flop_count	33	
die_w	65.4	um
vias_per_cell	5.25	
avgRoutedWirePerCell	13.6	um
clockRootBuffer	clkbuf_8	
setup_tns	0	ns
clkTransAtPathRegs	0.06	ns
timing.critical_path.fanout_max	2	
drt_iter0_drc	82	
final-setup-viol-count	0	
cp_top_family	buffers and inverters	
layout_setup_ws	2.56	ns
rsz0062_at_grt	false	
finalCoreUtilization	0.469	
drtPass1Iterations	4	
dp_hpwl	1870	um
critPathMaxStageDelay	0.48	ns
clock_latency	0.28	ns
powerDensity	289	nW/um^2
layout_top_cell	dfrtp_1	
grt_max_degree	34	
holdBufCountCts	0	
cp_cell_sequence	clkdlybuf4s50_1	
cts_resized	0	
holdPathStages	1	
yosys_area	1610	um^2
grt_usage	0.153	
finClkSkew	0.00415	ns
n_antenna_cell	0	
placed_area	1680	um^2
max_freq	490	MHz
dp_slack	2.75	ns
grt_pass1_vias	1042	
warning_count	25	
ant_nets	0	
reg2reg_depth	5	
drive_above_1_share	0.0927	
crit_required	3.68	ns
worst_pin_slew	0.576	ns
gp_congestion	0.785	
outcome	complete, no violations	
hold_viol	0	
syn2layout_area_growth	9.88	%
relSlewSlack	0.613	
endpoint_kind	output pin	
die_y	65.4	um
coreArea	3770	um^2
crit_buf_inv	1	
top_cell_area_share	0.513	
ys.flop_type	dfrtp_1	
chip_area	4280	um^2
syn-mean-instance-area	11.3	um^2
area_leaders	dfrtp_1 (51%), xnor2_1 (13%), nand4_1 (5.1%)	
fp-row-count	22	
clockBufferDepth	2	
slew_viol_final	0	
crit_cells	1	
antenna_found_initial	0	
hp-class	reg -> reg	
power_leakage	0.811	nW
edf_count	0	
final_cell_mix	dfrtp_1 (33), xnor2_1 (23), nand4_1 (13), nand3_1 (13), nor2_1 (12)	
drcViolationCount	0	
yosysUniqueCellTypes	25	
design_area	1770	um^2
io_buffers	2	
fp_util	0.427	
ys_warn_count	1	
grt_pass1_wl	4940	um
crit_path_start_kind	flip-flop	
cpMaxStageDelayCell	clkdlybuf4s50_1	
yosysCellCount	143	
synth.cell_area	1610	um^2
postSynthCellCount	143	
numCtsBuffers	5	
via_count	1044	
path_class	reg -> out	
postSynthSeqShare	0.513	
io_pins	3	
finalCritPeriodShare	0.443	
cts_tree	built	
cts_setup_buffers	0	
cts_sinks	33	
ir_drop	193	uV
synth_area_leader_cell	dfrtp_1	
grt-ovfl-total	0	
async_flop_share	1.00	
## metal layers
| metal | global-route usage | routed length, um |
|---|---|---|
| met5 | 0 | 0 |
| met4 | 0.0245 | 36 |
| met3 | 0.0282 | 63 |
| met2 | 0.206 | 1110 |
| met1 | 0.268 | 1490 |
## worst paths after layout
| path | start | endpoint | slack [ns] |
|---|---|---|---|
| setup / recovery | clk_out$_DFFE_PP0N_ | clk_out | 2.56 |
| hold / removal | clk_out$_DFFE_PP0N_ | clk_out$_DFFE_PP0N_ | 0.48 |
| setup reg to reg | cnt[0]$_DFF_PP0_ | cnt[30]$_DFF_PP0_ | 2.74 |
| max in group asynchronous | rst | cnt[30]$_DFF_PP0_ | 3.27 |
| hold reg to reg | clk_out$_DFFE_PP0N_ | clk_out$_DFFE_PP0N_ | 0.48 |
| min in group asynchronous | rst | clk_out$_DFFE_PP0N_ | 1.04 |
## per-stage QoR
stage                     hold slack (ns)  power (mW)  instances
after floorplan                     0.420       0.300        143
final                               0.477       0.512        199
after CTS                           0.481       0.519        199
after global routing                0.494       0.532        199
after global placement              0.456       0.303        192
after detailed placement            0.470       0.303        192
## power by group
group | total, mW | switching [mW] | internal, mW | leakage (nW)
registers | 0.290 | 0 | 0.290 | 0.451
logic | 0.00687 | 0.00551 | 0.00136 | 0.315
clock network | 0.215 | 0.0960 | 0.119 | 0.0443
## sequential cells by signal, summed over array words and instances, names as in the netlist
| signal | flops |
|---|---|
| cnt | 32 |
| clk_out | 1 |
## cell type report
| type | instances | area, um^2 |
|---|---|---|
| multi-input cells | 103 | 749 |
| inverters | 5 | 18.8 |
| fillers | 325 | 2000 |
| flip-flops and latches | 33 | 826 |
| well taps | 48 | 60.1 |
| clock buffers | 7 | 86.3 |
| repair buffers | 3 | 27.5 |
## cells in the mapped netlist, types with 3 or more instances
master	number
and2_1	3
and3_1	6
dfrtp_1	33
inv_1	5
nand2_1	4
nand3_1	13
nand4_1	13
nor2_1	12
nor3_1	5
nor4_1	4
nor4_4	3
xnor2_1	23
xor2_1	7
## logic make-up after synthesis
group / after synthesis / synth area share
simple gates: 70 / 0.285
xor+xnor: 30 / 0.163
fa+ha+maj: 1 / 0.00777
flops: 33 / 0.513
buf+inv: 7 / 0.0210
compound gates: 2 / 0.00933
Power is estimated from default activity; no workload was simulated.
