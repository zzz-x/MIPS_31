File: design.v
`timescale 1ns / 1ps
module DMEM(
    input clk,
    input ena,
    input wena,
    input [10:0]addr,
    input [31:0]data_in,
    output[31:0]data_out
);
reg[31:0] DMEM_REG[0:31];
always@(posedge clk)begin
    if(ena&wena)begin
        DMEM_REG[addr]<=data_in;
    end
end
assign data_out=(ena)?DMEM_REG[addr]:32'bz;
endmodule
File: run.sh
#!/bin/bash
# OpenROAD 26Q1-2900-gdf79404cd8, Yosys 0.63+post, stock flow scripts
make -C /OpenROAD-flow-scripts/flow DESIGN_CONFIG=/design/flow/config.mk WORK_HOME=/design/flow/orfs finish
File: config.mk
export PLATFORM = sky130hd
export DESIGN_NAME = DMEM
export DESIGN_NICKNAME = DMEM
export VERILOG_FILES = /design/flow/design.v
export SDC_FILE = /design/flow/constraint.sdc
export NUM_CORES = 4
export LEC_CHECK = 1
export CORE_UTILIZATION = 50
File: constraint.sdc
current_design DMEM

set clk_period 5.7
set clk_io_pct 0.2

create_clock -name clk0 -period $clk_period [get_ports {clk}]

set non_clock_inputs [all_inputs -no_clocks]
set_input_delay [expr $clk_period * $clk_io_pct] -clock clk0 $non_clock_inputs
set_output_delay [expr $clk_period * $clk_io_pct] -clock clk0 [all_outputs]
==> metrics.cfg <==
[floorplanning]
chipArea_mm2=0.07935
ios=78
placementRows=102
fp-utilization=0.5049
fp.coreArea_mm2=0.07747
die_h_um=281.7
die_w_um=281.7

[synth]
ys_warn_count=2
yosys_area_mm2=0.03912
synth-seq-cells=1024
netlist_instances=2077
synth.distinct_cells=24
syn_area_mm2=0.03912
ys_cells=2077
ys_seq_frac=0.7861
avgSynthCellArea_um2=18.83

[place]
routabilityCongestion=0.8368
place_inst=3206
dp_hpwl_um=54110
io_buffers=71

[final_timing]
max_freq_mhz=185.9
fin_crit_sh=0.9438
slew_headroom=0.3301
fin_tns_setup_ns=0
hold_violations=0
min_period_ns=5.380
slew_viol_final=0
tightest_slew_ns=1.002
rsz0062_at_grt=false
setup-violations-final=0

[critical_path]
path_max_fanout=16
cp.arrival_ns=4.24
path_class=primary input to output port
max_stage_delay_ns=0.71
worstPathCellList=clkdlybuf4s50_1 > buf_4 > nand4bb_4 > buf_4 > o22ai_1 > nor4_1 > buf_4 > nand2_1 > clkdlybuf4s50_1
end_kind=output port
crit_path_frequent_cell=buf_4
cp_slowest_cell=clkdlybuf4s50_1
critPathLaunchType=primary input
cp_num_buf_inv=5
required_ns=4.56
cp_top_family=buffers and inverters
cp-startpoint=addr[3]

[global_route]
grt_pass1_vias=20556
grt_use_total=0.2690
grt_pass1_wl_um=134800
overflow=0
antenna_found_initial=3
grt_max_degree=73

[cells_and_area]
regMostFlops=DMEM_REG
fillers=5557
finish.utilization=0.5865
largest_reg_flops=1024
finalNonFillerCells=3396
lay_top_cells=1024 x edfxtp_1, 512 x mux2i_1, 253 x o22ai_1
lay_top_count=edfxtp_1
area_growth_pct=16.15
drive_above_1_share=0.1402
top_regs=DMEM_REG (1024)

[run_status]
status=completed

[clocking]
htreeDepth=3
cts_num_sinks=1024
cts_hold_buffers=0
cts_setup_buffers=0
cts_root_buf=clkbuf_16
cts.repair.resized=0
cts.reportedPaths.clkPinSlew_ns=0.06
cts_tree=done
cts_buffers=101
cts_max_path_buffers=3

[hold_path]
min_path_type=primary input to flip-flop
min_from=data_in[9]

[routing]
drt_wl_total_um=93620
viasPerCell=5.872
firstDrtPassIters=7
drc_errors=0
vias=19943
antenna_left=0
drt_iter0_drc=1175
routedWlPerCell_um=27.57

[job]
drv_cap=0
warnings=32

[pwr]
total_power_mw=15.67
ir_drop_mv=0.2573
power_density_mw_per_mm2=345.0
p_leak_nw=15.63

## per-stage QoR
| step | instance area, um2 | hold WS, ns | setup slack (ns) |
|---|---|---|---|
| 3_5_place_dp | 42110 | 1.971 | 0.3222 |
| 3_3_place_gp | 42110 | 1.964 | 0.3144 |
| 4_1_cts | 45430 | 1.270 | 0.2870 |
| 6_report | 45430 | 1.309 | 0.3201 |
| 5_1_grt | 45430 | 1.314 | 0.06746 |
| 2_1_floorplan | 39120 | 1.239 | 0.9567 |
## power breakdown
part	total (mW)	switching, mW	internal, mW	leakage (nW)
sequential	8.35	0.0103	8.34	9.21
clock	6.60	2.67	3.93	1.60
combinational	0.731	0.434	0.297	4.82
## synth_stat cells (all sizes together)
cell	n	area (um2)
nand4bb	6	67.56
nand4	2	12.51
nand3b	2	15.01
or4	1	11.26
mux2i	512	5125
or3b	2	17.52
nor3	4	20.02
edfxtp	1024	30750
o22ai	256	1620
nand4b	5	43.79
buf	108	649.4
nor2	30	112.6
nand3	1	5.000
nand2	36	135.1
nor4	64	400.4
or3	2	12.51
or4b	4	47.55
clkbuf	18	70.07
## kinds of logic after synthesis
kind of cell,Yosys count,share of synthesized area
AND-OR/OR-AND,256,0.04142
buffers and inverters,126,0.01839
flip-flops,1024,0.7861
multiplexers,512,0.1310
AND/OR/NAND/NOR,159,0.02303
## path summary, 6_finish.rpt
kind | end | slack [ns] | cells past startpoint
worst max-delay path | data_out[22] | 0.32 | 9
worst min-delay path | DMEM_REG[30][9] | 1.31 | 2
## layout make-up
type                            count  area [um2]  share of cell area
Antenna cell                        2       5.005           0.0001102
Multi-Input combinational cell    927        7974              0.1755
Sequential cell                  1024       30750              0.6768
Clock inverter                     56       611.8             0.01347
Clock buffer                      132        2708             0.05959
Timing Repair Buffer              215        2085             0.04588
Tap cell                         1040        1301             0.02864
## per-layer routing
metal | part of all wire | track usage
met5 | 0.0017 | 0.01343
met2 | 0.46 | 0.3832
met3 | 0.17 | 0.2027
met1 | 0.35 | 0.3638
met4 | 0.016 | 0.03679
Power figures rest on the tool's default switching activity, not on a simulated workload.
